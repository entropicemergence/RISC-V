### flow/config.mk
export PLATFORM = sky130hd
export DESIGN_NAME = adder
export DESIGN_NICKNAME = adder
export VERILOG_FILES = /design/flow/design.v
export SDC_FILE = /design/flow/constraint.sdc
export NUM_CORES = 4
export LEC_CHECK = 1
export CORE_AREA = 10 10 70 70
export DIE_AREA = 0 0 80 80
### flow/constraint.sdc
current_design adder

set clk_period 2.8
set clk_io_pct 0.2

create_clock -name clk0 -period $clk_period

set non_clock_inputs [all_inputs -no_clocks]
set_input_delay [expr $clk_period * $clk_io_pct] -clock clk0 $non_clock_inputs
set_output_delay [expr $clk_period * $clk_io_pct] -clock clk0 [all_outputs]
### flow/design.v
	module adder_b #( parameter n_bit=15 )
		(a, b, out,car, car_out); 
		input [n_bit:0]a;
		input [n_bit:0]b;
		input car;
		output [n_bit:0]out;
		output car_out;
		wire [n_bit:0]bus1;
		wire [n_bit:0]bus2;
		wire [n_bit:0]carw;
		assign bus1[n_bit:0]=a[n_bit:0] & b[n_bit:0];
		assign bus2[n_bit:0]=a[n_bit:0] | b[n_bit:0];
		assign carw[0]=car;
		wire a1;
		and (a1,car,bus2[0]);
		assign carw[1]=a1|bus1[0];
		wire [1:0]a2;
		and (a2[0],car,bus2[0],bus2[1]);
		and (a2[1],bus1[0],bus2[1]);
		or (carw[2], |a2[1:0], bus1[1]);
		genvar i;
		generate
		for(i = 3;i < n_bit+1; i = i + 1) begin : ASSIGN_GEN
			add_submodule_a #(.n(i),.k(0)) add_submodule_a (.bus_a(bus1[i-1:0]), .bus_b(bus2[i-1:0]), .cary_1(carw[i]), .cary_2(car));
		end
		endgenerate
		assign out[n_bit:0]=(~bus1[n_bit:0] & bus2[n_bit:0])^carw[n_bit:0];
		assign car_out= bus1[n_bit] | (bus2[n_bit]&carw[n_bit]);
    endmodule 
	module add_submodule_a #(	parameter n=7,
								parameter k=7)
		(bus_a,bus_b,cary_1,cary_2);
		input [n-1:0]bus_a;
		input [n-1:0]bus_b;
		input cary_2;
		output cary_1;
		wire [n-1:0]a;
		and (a[0], cary_2, &bus_b[n-1:0]);
		and (a[n-1],bus_a[n-2],bus_b[n-1]);
		genvar i;
		generate
		for(i = 1;i < (n-1); i = i + 1) begin : ASSIGN_GEN
			assign a[i]= bus_a[i-1] & (&bus_b[n-1:i]);
		end
		endgenerate
		or (cary_1, |a[n-1:0], bus_a[n-1]);
	endmodule
	module ma123 #(	parameter n=7,
					parameter k=5)
		(aa,bb,cc);
		input [n:0]aa;
		input [n:0]bb;
		output [n:0]cc;
		assign cc[k:0] = aa[k:0] & bb[k:0];
	endmodule
    module tutorial_a (a,b,c,d,e,f);
		input [7:0]a;
		input [7:0]b;
		input [7:0]c;
		output [7:0]d;
		output [7:0]e;
		output [7:0]f;
		assign d[0]=&a[7:0];
		assign d[1]=|b[7:0];
		assign d[3]=^c[7:0];
		and (d[4],a[0],|b[7:0]);
		genvar i;
		generate
		for(i = 0;i < 5; i = i + 1) begin : ASSIGN_GEN
			assign f[i] = &b[1+i:0];
		end
		endgenerate
		ma123 #(.n(7),.k(5)) ma1ssdad (.aa(a), 
								.bb(b),
								.cc(e));
	endmodule 
	module adder (a, b, out,car); 
		input [7:0]a;
		input [7:0]b;
		input car;
		output [7:0]out;
		wire [16:0]bus1;
		wire [7:0]carw;
		assign bus1[0] = a[0] & b[0];
		assign bus1[1] = a[1] & b[1];
		assign bus1[2] = a[2] & b[2];
		assign bus1[3] = a[3] & b[3];
		assign bus1[4] = a[4] & b[4];
		assign bus1[5] = a[5] & b[5];
		assign bus1[6] = a[6] & b[6];
		assign bus1[7] = a[7] & b[7];
		assign bus1[8] = a[0] | b[0];
		assign bus1[9] = a[1] | b[1];
		assign bus1[10] = a[2] | b[2];
		assign bus1[11] = a[3] | b[3];
		assign bus1[12] = a[4] | b[4];
		assign bus1[13] = a[5] | b[5];
		assign bus1[14] = a[6] | b[6];
		assign bus1[15] = a[7] | b[7];
		assign bus1[16] = car;
		assign carw[0]=bus1[16];
		wire a1;
		and (a1,bus1[16],bus1[8]);
		assign carw[1]=a1|bus1[0];
		wire [1:0]a2;
		and (a2[0],bus1[16],bus1[8],bus1[9]);
		and (a2[1],bus1[0],bus1[9]);
		assign carw[2]=a2[0]|(a2[1])|bus1[1];
		wire [2:0]a3;
		and (a3[0],bus1[16],bus1[8],bus1[9],bus1[10]);
		and (a3[1],bus1[0],bus1[9],bus1[10]);
		and (a3[2],bus1[1],bus1[10]);
		assign carw[3]=(a3[0])|(a3[1])|(a3[2])|bus1[2];
		wire [3:0]a4;
		and (a4[0],bus1[16],bus1[8],bus1[9],bus1[10],bus1[11]);
		and (a4[1],bus1[0],bus1[9],bus1[10],bus1[11]);
		and (a4[2],bus1[1],bus1[10],bus1[11]);
		and (a4[3],bus1[2],bus1[11]);
		assign carw[4]=(a4[0])|(a4[1])|(a4[2])|(a4[3])|(bus1[3]);
		wire [4:0]a5;
		and (a5[0],bus1[16],bus1[8],bus1[9],bus1[10],bus1[11],bus1[12]);
		and (a5[1],bus1[0],bus1[9],bus1[10],bus1[11],bus1[12]);
		and (a5[2],bus1[1],bus1[10],bus1[11],bus1[12]);
		and (a5[3],bus1[2],bus1[11],bus1[12]);
		and (a5[4],bus1[3],bus1[12]);
		assign carw[5]=(a5[0])|(a5[1])|(a5[2])|(a5[3])|(a5[4])|(bus1[4]);
		wire [5:0]a6;
		and (a6[0],bus1[16],bus1[8],bus1[9],bus1[10],bus1[11],bus1[12],bus1[13]);
		and (a6[1],bus1[0],bus1[9],bus1[10],bus1[11],bus1[12],bus1[13]);
		and (a6[2],bus1[1],bus1[10],bus1[11],bus1[12],bus1[13]);
		and (a6[3],bus1[2],bus1[11],bus1[12],bus1[13]);
		and (a6[4],bus1[3],bus1[12],bus1[13]);
		and (a6[5],bus1[4],bus1[13]);		
		assign carw[6]=(a6[0])|(a6[1])|(a6[2])|(a6[3])|(a6[4])|(a6[5])|(bus1[5]);
		wire [6:0]a7;
		and (a7[0],bus1[16],bus1[8],bus1[9],bus1[10],bus1[11],bus1[12],bus1[13],bus1[14]);
		and (a7[1],bus1[0],bus1[9],bus1[10],bus1[11],bus1[12],bus1[13],bus1[14]);
		and (a7[2],bus1[1],bus1[10],bus1[11],bus1[12],bus1[13],bus1[14]);
		and (a7[3],bus1[2],bus1[11],bus1[12],bus1[13],bus1[14]);
		and (a7[4],bus1[3],bus1[12],bus1[13],bus1[14]);
		and (a7[5],bus1[4],bus1[13],bus1[14]);
		and (a7[6],bus1[5],bus1[14]);
		assign carw[7]=(a7[0])|(a7[1])|(a7[2])|(a7[3])|(a7[4])|(a7[5])|(a7[6])|(bus1[6]);
		assign out[0]=(~bus1[0]&bus1[8])^carw[0];
		assign out[1]=(~bus1[1]&bus1[9])^carw[1];
		assign out[2]=(~bus1[2]&bus1[10])^carw[2];
		assign out[3]=(~bus1[3]&bus1[11])^carw[3];
		assign out[4]=(~bus1[4]&bus1[12])^carw[4];
		assign out[5]=(~bus1[5]&bus1[13])^carw[5];
		assign out[6]=(~bus1[6]&bus1[14])^carw[6];
		assign out[7]=&bus1[7:0];
    endmodule 
    module dff (input d,  
              input rstn,  
              input clk,  
              output reg q);  
    always @ (posedge clk or negedge rstn)  
       if (!rstn)  
          q <= 0;  
       else  
          q <= d;  
    endmodule 
### flow/run.sh
#!/bin/bash
# OpenROAD 26Q1-2900-gdf79404cd8, Yosys 0.63+post, stock flow scripts
make -C /OpenROAD-flow-scripts/flow DESIGN_CONFIG=/design/flow/config.mk WORK_HOME=/design/flow/orfs finish
==> summary.txt <==
Crit path DRT - 2.24 ns
Most numerous cell in the Yosys netlist - inv_1
Least-Margin Pin Slew - 0.221 ns
Yosys synthesis chip area - 472 sq um
Share of cells above drive strength 1 - 45.5%
Remaining antenna violation count - 0
Clock group share of total power - 0%
Placed cell count - 147
Core footprint - 3420 sq um
1st-pass router iterations - 4
Sw Ratio - 35.6%
Setup violators final - 0
Psw - 0.0600 mW
Avg Inst Size Synth - 7.61 sq um
Drt drc - 0
Cell Rows - 21
Mapped Area - 472 sq um
Initial antenna violation count - 0
CP endpoint kind - output port
Post-synth cell types - 28
Fin crit share - 95.9%
Worst min path class - in2out
Flop area - 0 sq um
Crit. Startpoint - b[0]
First-pass GRT wire length - 2.52 mm
Area leader, netlist - ha_1
Io pins - 25
Area share, top type - 34.5%
Hpwl dp - 1.24 mm
DR iter-0 viols - 25
Vias in the first global route - 593
Cts hold-fix bufs - 0
Die height - 80 microns
Routed vias/inst - 3.65
Vias - 576
Max-slew violations - 0
Pint - 0.109 mW
Synth Seq Share - 0%
Area grow syn2layout - 126%
Final WL - 1.55 mm
Tool Warnings - 40
Clock Buffer Count - 0
P_leak - 0.596 nW
Chip Area - 6400 sq um
Slew HR - 85.2%
Flops - 0
Largest net degree at the start of global routing - 5
Peak supply drop - 0.0000572 V
GRT Total Usage - 4.53%
# Cells Yosys - 62
Crit start category - input port
Status - complete, no violations
Port-buffer cells - 25
Final Hold Viols - 0
Crit path DAT - 2.12 ns
Design Power - 0.169 mW
GPL Wtd Cong - 0.704
Wire per inst - 9.84 microns
Max Cap Viol - 0
Post-layout min period - 2.68 ns
Power Density - 158 nW/um^2
Ys Warns - 0
Fmax - 372 MHz
Gate Area - 505 sq um
FP Core Util - 13.8%
Antenna fix cells - 0
Setup CP Type - in2out
Post-synth top cells - 16 x inv_1, 13 x ha_1, 3 x nand2_1, 3 x xor2_1
Die X - 80 microns
Gr ovfl total - 0
CP Max Fanout - 3
Filler-free cell count of the finished design - 158
Top cells by area - ha_1 34%, inv_1 13%, xor2_1 5.6%
FILL cells - 359
Sequential Power Share - 0%
Logic pwr share - 100.0%
Syn Inst Count - 62
Worst Min Path Start - b[1]
-- what timing repair did --
item	in CTS	in global routing
cloned	0	0
gates resized	18	30
buffers inserted	8	3
pin swaps	11	12
hold endpoints to repair	0	0
setup endpoints to repair	7	7
-- layout by cell type, fill, tap and decap left out, types with 2 or more instances in the layout --
cell type        synthesis  routed
inv_2                    0       7
and2b_2                  1       2
nor2b_1                  2       2
dlygate4sd2_1            0       4
ha_1                    13       8
inv_1                   16       9
dlymetal6s2s_1           0      10
xor2_1                   3       3
nand2_1                  3       3
buf_2                    0       2
ha_4                     0       4
buf_4                    0      25
o21bai_1                 2       2
clkdlybuf4s50_1          0       8
nor3_2                   1       2
-- power by group through the flow --
stage	Combinational [mW]	Clock, mW	Sequential (mW)
final	0.169	0	0
after global routing	0.188	0	0
after CTS	0.152	0	0
-- layout make-up --
type	instances	share of cell area [%]
Multi-Input combinational cell	46	47.4
Timing Repair Buffer	50	41.5
Inverter	16	5.63
Tap cell	46	5.40
-- final timing paths --
path	endpoint	slack, ns	depth (start not counted)
setup / recovery	out[3]	0.12	11
hold / removal	out[1]	1.73	5
-- per-stage QoR --
| stage | hold WS, ns | worst slack, ns | TNS (ns) | area (sq um) | utilization (%) |
|---|---|---|---|---|---|
| 2_1_floorplan | 1.18 | 0.721 | 0 | 472 | - |
| 3_3_place_gp | 2.02 | -0.382 | -1.54 | 885 | 25.9 |
| 3_5_place_dp | 2.02 | -0.401 | -1.56 | 885 | 25.9 |
| 4_1_cts | 2.03 | -0.161 | -0.221 | 950 | 27.8 |
| 5_1_grt | 1.77 | -0.0150 | -0.0150 | 1070 | 31.2 |
| 6_report | 1.73 | 0.115 | 0 | 1070 | 31.2 |
-- critical path: stages --
cell and delay, ns:
dlymetal6s2s_1 0.14, inv_2 0.06, ha_1 0.12, and2b_2 0.23, o21bai_1 0.18, nand2_1 0.09, buf_4 0.14, buf_4 0.12
buf_4 0.12, a221oi_2 0.24, buf_2 0.13
-- logic make-up after synthesis --
family / synth area share, %
fa+ha+maj: 38.7
simple gates: 24.1
compound gates: 17.0
xor+xnor: 7.43
buf+inv: 12.7
-- routing by layer --
layer  share of wire (%)  up-vias  track usage, %
met3                 6.1        0           0.795
met1                  46      252            5.82
met4                   0        0               0
li1                    -      308               -
met5                   0        -               0
met2                  48       16            8.11
Power and IR drop assume default switching activity.
